## flow/design.v

```verilog
module cache_controller #(
    parameter ADDR_BITS = 11,
    parameter DATA_BITS = 8, 
    parameter BLOCK_BYTES = 2, 
    parameter BLOCK_OFFSET = 1 
)(
    input  wire                  clk,
    input  wire                  rst,
    input  wire                  core_id,
    input  wire [ADDR_BITS-1:0]  addr,
    input  wire [DATA_BITS-1:0]  data_in,
    input  wire                  mode,
    output reg  [1:0]            bus_cmd,
    output reg  [ADDR_BITS-1:0]  bus_addr,
    output reg  [DATA_BITS-1:0]  bus_data,
    input  wire [1:0]            bus_cmd_in,
    input  wire [ADDR_BITS-1:0]  bus_addr_in,
    input  wire [DATA_BITS-1:0]  bus_data_in,
    input  wire [0:0]            bus_src_id,
    output wire [0:0]            bus_src_out,
    output reg  [5:0]            mem_rd_addr,
    input  wire [DATA_BITS-1:0]  mem_rd_data,
    output reg                   mem_rd_en,
    output reg  [5:0]            mem_wr_addr,
    output reg  [DATA_BITS-1:0]  mem_wr_data,
    output reg                   mem_wr_en,
    output reg  [DATA_BITS-1:0]  data_out,
    output wire                   hit1,
    output wire                   hit2,
    output wire                   wait_req
);
    localparam L1_LINES      = 4;
    localparam L1_INDEX_BITS = 2;
    localparam L1_TAG_BITS   = ADDR_BITS - L1_INDEX_BITS - BLOCK_OFFSET;
    localparam L1_BLOCK_BITS = BLOCK_BYTES*8;
    localparam L2_SETS       = 16;
    localparam L2_WAYS       = 1;
    localparam L2_INDEX_BITS = 4;
    localparam L2_TAG_BITS   = ADDR_BITS - L2_INDEX_BITS - BLOCK_OFFSET;
    localparam L2_BLOCK_BITS = BLOCK_BYTES*8;
    localparam INVALID  = 2'b00;
    localparam SHARED   = 2'b01;
    localparam MODIFIED = 2'b10;
    localparam BUS_IDLE   = 2'b00;
    localparam BUS_RD     = 2'b01;
    localparam BUS_WR     = 2'b10;
    localparam BUS_UPDATE = 2'b11;
    reg [L1_BLOCK_BITS-1:0] l1_data   [0:L1_LINES-1];
    reg [L1_TAG_BITS-1:0]   l1_tag    [0:L1_LINES-1];
    reg [1:0]               l1_msi    [0:L1_LINES-1];
    reg [L2_BLOCK_BITS-1:0] l2_data   [0:L2_SETS-1][0:L2_WAYS-1];
    reg [L2_TAG_BITS-1:0]   l2_tag    [0:L2_SETS-1][0:L2_WAYS-1];
    reg [1:0]               l2_msi    [0:L2_SETS-1][0:L2_WAYS-1];
    reg mem_rd_pending;
    integer j, k;
    wire [L1_INDEX_BITS-1:0]    l1_index;
    wire [L1_TAG_BITS-1:0]      l1_tag_in;
    wire [L2_INDEX_BITS-1:0]    l2_index;
    wire [L2_TAG_BITS-1:0]      l2_tag_in;
    wire miss_both = !l1_hit_detected && !l2_hit_detected;
    assign hit1     = (!mem_rd_pending && mode == 0 && l1_hit_detected);
    assign hit2     = (!mem_rd_pending && mode == 0 && !l1_hit_detected && l2_hit_detected);
    assign wait_req = ( mem_rd_pending )
                    || ( mode == 0 && miss_both )|| (mode==1 && miss_both);
    wire l1_hit_detected;
    wire l2_hit_detected;
    wire [L2_WAYS-1:0] l2_way_hit;
    assign l1_index = addr[BLOCK_OFFSET + L1_INDEX_BITS - 1 : BLOCK_OFFSET];
    assign l1_tag_in = addr[ADDR_BITS-1 : L1_INDEX_BITS + BLOCK_OFFSET];
    assign l2_index = addr[BLOCK_OFFSET + L2_INDEX_BITS - 1 : BLOCK_OFFSET];
    assign l2_tag_in = addr[ADDR_BITS-1 : L2_INDEX_BITS + BLOCK_OFFSET];
    wire [L1_INDEX_BITS-1:0]    snoop_l1_index;
    wire [L1_TAG_BITS-1:0]      snoop_l1_tag;
    wire [L2_INDEX_BITS-1:0]    snoop_l2_index;
    wire [L2_TAG_BITS-1:0]      snoop_l2_tag;
    assign snoop_l1_index = bus_addr_in[BLOCK_OFFSET + L1_INDEX_BITS - 1 : BLOCK_OFFSET];
    assign snoop_l1_tag = bus_addr_in[ADDR_BITS-1:L1_INDEX_BITS+BLOCK_OFFSET];
    assign snoop_l2_index = bus_addr_in[BLOCK_OFFSET + L2_INDEX_BITS - 1 : BLOCK_OFFSET];
    assign snoop_l2_tag = bus_addr_in[ADDR_BITS-1:L2_INDEX_BITS+BLOCK_OFFSET];
    assign bus_src_out = core_id;
    assign l1_hit_detected = (l1_msi[l1_index] != INVALID) && (l1_tag[l1_index] == l1_tag_in);
    genvar w;
    generate
        for (w = 0; w < L2_WAYS; w = w + 1) begin : l2_hit_gen
            assign l2_way_hit[w] = (l2_msi[l2_index][w] != INVALID) && (l2_tag[l2_index][w] == l2_tag_in);
        end
    endgenerate
    assign l2_hit_detected = |l2_way_hit; 
    initial begin
        for (j = 0; j < L1_LINES; j = j + 1) begin
            l1_data[j] = 16'b0;
            l1_tag[j] = 7'b0;
            l1_msi[j] = INVALID;
        end
        for (j = 0; j < L2_SETS; j = j + 1) begin
            for (k = 0; k < L2_WAYS; k = k + 1) begin
                l2_data[j][k] = 16'b0;
                l2_tag[j][k] = 6'b0;
                l2_msi[j][k] = INVALID;
            end
        end
        bus_cmd = BUS_IDLE;
        bus_addr = 0;
        bus_data = 0;
        mem_rd_addr = 0;
        mem_rd_en = 0;
        mem_wr_addr = 0;
        mem_wr_data = 0;
        mem_wr_en = 0;
        data_out = 0;
        mem_rd_pending = 0;
    end
always @(posedge clk) begin
    if (rst) begin
        for (j = 0; j < L1_LINES; j = j + 1) begin
            l1_data[j] <= {L1_BLOCK_BITS{1'b0}};
            l1_tag[j]  <= {L1_TAG_BITS{1'b0}};
            l1_msi[j]  <= INVALID;
        end
        for (j = 0; j < L2_SETS; j = j + 1) begin
            for (k = 0; k < L2_WAYS; k = k + 1) begin
                l2_data[j][k] <= {L2_BLOCK_BITS{1'b0}};
                l2_tag[j][k]  <= {L2_TAG_BITS{1'b0}};
                l2_msi[j][k]  <= INVALID;
            end
        end
        bus_cmd        <= BUS_IDLE;
        bus_addr       <= {ADDR_BITS{1'b0}};
        bus_data       <= {DATA_BITS{1'b0}};
        mem_rd_addr    <= 0;
        mem_rd_en      <= 1'b0;
        mem_wr_addr    <= 0;
        mem_wr_data    <= {DATA_BITS{1'b0}};
        mem_wr_en      <= 1'b0;
        data_out       <= {DATA_BITS{1'b0}};
        mem_rd_pending <= 1'b0;
    end else begin
        bus_cmd   <= BUS_IDLE;
        bus_addr  <= {ADDR_BITS{1'b0}};
        bus_data  <= {DATA_BITS{1'b0}};
        mem_rd_en <= 1'b0;
        mem_wr_en <= 1'b0;
        if (bus_src_id == ~core_id && bus_cmd_in != BUS_IDLE) begin
            if (bus_cmd_in == BUS_UPDATE || bus_cmd_in == BUS_WR) begin
                if (l1_tag[snoop_l1_index] == snoop_l1_tag && l1_msi[snoop_l1_index] != INVALID) begin
                    l1_data[snoop_l1_index] <= bus_data_in;
                    l1_msi[snoop_l1_index]  <= SHARED;
                end
                if (L2_WAYS >= 1 && l2_tag[snoop_l2_index][0] == snoop_l2_tag && l2_msi[snoop_l2_index][0] != INVALID) begin
                    l2_data[snoop_l2_index][0] <= bus_data_in;
                    l2_msi[snoop_l2_index][0]  <= SHARED;
                end
            end
            if (bus_cmd_in == BUS_RD) begin
                if (l1_tag[snoop_l1_index] == snoop_l1_tag && l1_msi[snoop_l1_index] == MODIFIED) begin
                    l1_msi[snoop_l1_index] <= SHARED;
                end
                if (L2_WAYS >= 1 && l2_tag[snoop_l2_index][0] == snoop_l2_tag && l2_msi[snoop_l2_index][0] == MODIFIED) begin
                    l2_msi[snoop_l2_index][0] <= SHARED;
                end
            end
        end
        if (mem_rd_pending) begin
            mem_rd_pending <= 1'b0;
            data_out <= mem_rd_data;
            l2_data[l2_index][0] <= mem_rd_data;
            l2_tag[l2_index][0]  <= l2_tag_in;
            l2_msi[l2_index][0]  <= SHARED;
            l1_data[l1_index] <= mem_rd_data;
            l1_tag[l1_index]  <= l1_tag_in;
            l1_msi[l1_index]  <= SHARED;
        end
        if (!mem_rd_pending) begin
            if (mode == 0) begin
                if (l1_hit_detected) begin
                    data_out <= l1_data[l1_index];
                end else if (l2_hit_detected) begin
                    if (l2_way_hit[0]) begin
                        data_out <= l2_data[l2_index][0];
                        l1_data[l1_index] <= l2_data[l2_index][0];
                        l1_tag[l1_index]  <= l1_tag_in;
                        l1_msi[l1_index]  <= l2_msi[l2_index][0];
                    end
                end else begin
                    mem_rd_addr    <= addr[6:1];
                    mem_rd_en      <= 1'b1;
                    mem_rd_pending <= 1'b1;
                    bus_cmd  <= BUS_RD;
                    bus_addr <= addr;
                end
            end else begin
                if (l1_hit_detected) begin
                    l1_data[l1_index] <= data_in;
                    l1_msi[l1_index]  <= MODIFIED;
                    bus_cmd  <= BUS_WR;
                    bus_addr <= addr;
                    bus_data <= data_in;
                    mem_wr_addr <= addr[6:1];
                    mem_wr_data <= data_in;
                    mem_wr_en   <= 1'b1;
                end else if (l2_hit_detected) begin
                    if (l2_way_hit[0]) begin
                        l2_data[l2_index][0] <= data_in;
                        l2_msi[l2_index][0]  <= MODIFIED;
                        l1_data[l1_index] <= data_in;
                        l1_tag[l1_index]  <= l1_tag_in;
                        l1_msi[l1_index]  <= MODIFIED;
                        bus_cmd  <= BUS_WR;
                        bus_addr <= addr;
                        bus_data <= data_in;
                        mem_wr_addr <= addr[6:1];
                        mem_wr_data <= data_in;
                        mem_wr_en   <= 1'b1;
                    end
                end else begin
                    l2_data[l2_index][0] <= data_in;
                    l2_tag[l2_index][0]  <= l2_tag_in;
                    l2_msi[l2_index][0]  <= MODIFIED;
                    l1_data[l1_index] <= data_in;
                    l1_tag[l1_index]  <= l1_tag_in;
                    l1_msi[l1_index]  <= MODIFIED;
                    mem_wr_addr <= addr[6:1];
                    mem_wr_data <= data_in;
                    mem_wr_en   <= 1'b1;
                    bus_cmd  <= BUS_UPDATE;
                    bus_addr <= addr;
                    bus_data <= data_in;
                end
            end
        end
    end
end
endmodule
module dual_core_cache_system #(
    parameter ADDR_BITS = 11,
    parameter DATA_BITS = 8,
    parameter BLOCK_BYTES = 2,
    parameter BLOCK_OFFSET = 1
)(
    input  wire  clk,
    input  wire  rst,
    input  wire [ADDR_BITS-1:0]  addr_0,
    input  wire [DATA_BITS-1:0]  data_in_0,
    input  wire                  mode_0,
    output wire [DATA_BITS-1:0]  data_out_0,
    output wire                  hit1_0,
    output wire                  hit2_0,
    output wire                  wait_req_0,
    input  wire [ADDR_BITS-1:0]  addr_1,
    input  wire [DATA_BITS-1:0]  data_in_1,
    input  wire                  mode_1,
    output wire [DATA_BITS-1:0]  data_out_1,
    output wire                  hit1_1,
    output wire                  hit2_1,
    output wire                  wait_req_1
);
    localparam MEM_BLOCKS = 64;
    wire [1:0]            bus_cmd_0, bus_cmd_1;
    wire [ADDR_BITS-1:0]  bus_addr_0, bus_addr_1;
    wire [DATA_BITS-1:0]  bus_data_0, bus_data_1;
    wire [5:0]            mem_rd_addr_0;
    wire [DATA_BITS-1:0]  mem_rd_data_0;
    wire                  mem_rd_en_0;
    wire [5:0]            mem_wr_addr_0;
    wire [DATA_BITS-1:0]  mem_wr_data_0;
    wire                  mem_wr_en_0;
    wire [5:0]            mem_rd_addr_1;
    wire [DATA_BITS-1:0]  mem_rd_data_1;
    wire                  mem_rd_en_1;
    wire [5:0]            mem_wr_addr_1;
    wire [DATA_BITS-1:0]  mem_wr_data_1;
    wire                  mem_wr_en_1;
    wire [0:0] bus_src_out_0;
    wire [0:0] bus_src_out_1;
    wire [0:0] bus_src_id_0;
    wire [0:0] bus_src_id_1;
    reg [DATA_BITS-1:0] main_memory [0:MEM_BLOCKS-1];
    integer i;
    assign mem_rd_data_0 = main_memory[mem_rd_addr_0];
    assign mem_rd_data_1 = main_memory[mem_rd_addr_1];
    wire [1:0]            bus_cmd_to_core0;
    wire [ADDR_BITS-1:0]  bus_addr_to_core0;
    wire [DATA_BITS-1:0]  bus_data_to_core0;
    wire [1:0]            bus_cmd_to_core1;
    wire [ADDR_BITS-1:0]  bus_addr_to_core1;
    wire [DATA_BITS-1:0]  bus_data_to_core1;
    assign bus_cmd_to_core0 = bus_cmd_1;
    assign bus_addr_to_core0 = bus_addr_1;
    assign bus_data_to_core0 = bus_data_1;
    assign bus_cmd_to_core1 = bus_cmd_0;
    assign bus_addr_to_core1 = bus_addr_0;
    assign bus_data_to_core1 = bus_data_0;
    initial begin
        for (i = 0; i < MEM_BLOCKS; i = i + 1) begin
            main_memory[i] = i + 8'h10;
        end
    end
    always @(posedge clk) begin
        if (rst) begin
            for (i = 0; i < MEM_BLOCKS; i = i + 1) begin
                main_memory[i] <= i + 8'h10;
            end
        end else begin
            if (mem_wr_en_0) begin
                main_memory[mem_wr_addr_0] <= mem_wr_data_0;
            end
            if (mem_wr_en_1) begin
                main_memory[mem_wr_addr_1] <= mem_wr_data_1;
            end
        end
    end
    assign bus_src_id_0 = bus_src_out_1;  
    assign bus_src_id_1 = bus_src_out_0;  
    cache_controller #(
        .ADDR_BITS(ADDR_BITS),
        .DATA_BITS(DATA_BITS),
        .BLOCK_BYTES(BLOCK_BYTES),
        .BLOCK_OFFSET(BLOCK_OFFSET)
    ) core0_cache (
        .clk(clk),
        .rst(rst),
        .core_id(1'b0),
        .addr(addr_0),
        .data_in(data_in_0),
        .mode(mode_0),
        .bus_cmd(bus_cmd_0),
        .bus_addr(bus_addr_0),
        .bus_data(bus_data_0),
        .bus_cmd_in(bus_cmd_to_core0),
        .bus_addr_in(bus_addr_to_core0),
        .bus_data_in(bus_data_to_core0),
        .bus_src_out(bus_src_out_0),
        .bus_src_id(bus_src_id_0),
        .mem_rd_addr(mem_rd_addr_0),
        .mem_rd_data(mem_rd_data_0),
        .mem_rd_en(mem_rd_en_0),
        .mem_wr_addr(mem_wr_addr_0),
        .mem_wr_data(mem_wr_data_0),
        .mem_wr_en(mem_wr_en_0),
        .data_out(data_out_0),
        .hit1(hit1_0),
        .hit2(hit2_0),
        .wait_req(wait_req_0)
    );
    cache_controller #(
        .ADDR_BITS(ADDR_BITS),
        .DATA_BITS(DATA_BITS),
        .BLOCK_BYTES(BLOCK_BYTES),
        .BLOCK_OFFSET(BLOCK_OFFSET)
    ) core1_cache (
        .clk(clk),
        .rst(rst),
        .core_id(1'b1),
        .addr(addr_1),
        .data_in(data_in_1),
        .mode(mode_1),
        .bus_cmd(bus_cmd_1),
        .bus_addr(bus_addr_1),
        .bus_data(bus_data_1),
        .bus_cmd_in(bus_cmd_to_core1),
        .bus_addr_in(bus_addr_to_core1),
        .bus_data_in(bus_data_to_core1),
        .bus_src_out(bus_src_out_1),
        .bus_src_id(bus_src_id_1),
        .mem_rd_addr(mem_rd_addr_1),
        .mem_rd_data(mem_rd_data_1),
        .mem_rd_en(mem_rd_en_1),
        .mem_wr_addr(mem_wr_addr_1),
        .mem_wr_data(mem_wr_data_1),
        .mem_wr_en(mem_wr_en_1),
        .data_out(data_out_1),
        .hit1(hit1_1),
        .hit2(hit2_1),
        .wait_req(wait_req_1)
    );
endmodule
```

## flow/run.sh

```bash
#!/bin/bash
# OpenROAD 26Q1-2900-gdf79404cd8, Yosys 0.63+post, stock flow scripts
make -C /OpenROAD-flow-scripts/flow DESIGN_CONFIG=/design/flow/config.mk WORK_HOME=/design/flow/orfs finish
```

## flow/config.mk

```make
export PLATFORM = sky130hd
export DESIGN_NAME = dual_core_cache_system
export DESIGN_NICKNAME = dual_core_cache_system
export VERILOG_FILES = /design/flow/design.v
export SDC_FILE = /design/flow/constraint.sdc
export NUM_CORES = 4
export LEC_CHECK = 1
export CORE_UTILIZATION = 30
```

## flow/constraint.sdc

```tcl
current_design dual_core_cache_system

set clk_period 10.1
set clk_io_pct 0.2

create_clock -name clk0 -period $clk_period [get_ports {clk}]

set non_clock_inputs [all_inputs -no_clocks]
set_input_delay [expr $clk_period * $clk_io_pct] -clock clk0 $non_clock_inputs
set_output_delay [expr $clk_period * $clk_io_pct] -clock clk0 [all_outputs]
```

==> changes_impl.md <==
### Changed

- Cell type with the largest total area: edfxtp_1
- Synth cell types: 67
- RSZ-0062 raised after global routing: no
- Pleak: 25.2 nW
- Synthesized chip area reported by yosys: 0.0699 mm²
- CP peak stage delay: 600 ps
- Worst path depth: 11
- Via count: 51800
- Post-CTS Hold Fix Bufs: 0
- FMAX: 123 MHz
- Dominant flop cell: edfxtp_1
- Initial antenna violation count: 9
- Die Y: 485 µm
- CTS Sinks: 1266
- Vias in the first global route: 53300
- Buf+Inv Stages, Crit Path: 4
- Final HPWL from detailed placement: 167000 µm
- Setup Crit Path Kind: in2out
- DIE WIDTH: 485 µm
- Grt ovf: 0
- Period utilization: 0.807
- Worst Path Required: 8080 ps
- Clk slew on worst S/H paths: 60 ps
- Clk root buf: clkbuf_16
- CP max FO: 25
- Yosys warns: 2
- Resize count post-CTS: 0
- TNS Setup: 0 ps
- CTS tree: done
- Core ar.: 0.231 mm²
- Hold path cells: 2
- MaxCap Viol Count: 0
- Floorplan utilization: 0.303
- Synthesis-stage register bit count: 1266
- Synth Area per Inst: 12.2 µm²
- WL/cell: 27.6 µm
- FF+latch area: 0.0371 mm²
- Crit path top cell by count: buf_4
- Worst slew margin: 0.252
- Area leader share: 0.502
- Vias per inst: 5.87
- Seq share, synth: 0.530
- Die footprint: 0.235 mm²
- Top cells by area: edfxtp_1, mux4_2, nand2_1, nor2_1, dfxtp_1
- Metal2 WL: 110000 µm
- FILL cells: 22100
- PwrDens: 165 mW/mm²
- Post-synthesis cell area: 0.0699 mm²
- GRT Overall Usage: 0.218
- Global-route wire length before repair: 356000 µm
- Setup crit end kind: output pin
- # rows: 176
- Total chip power: 13.0 mW
- OpenROAD warning count: 28
- CTS max path bufs: 3
- Gate Area: 0.0307 mm²
- Worst path slowest cell: o21ai_0
- Top-count cell post-synth: edfxtp_1
- DR DRC count: 0
- Drt initial violations: 5013
- H-Tree Depth: 4
- Reg-to-reg startpoint: core0_cache.mem_rd_addr[0]
- Synth async-reset ratio: 0
- CTS buffer count: 142
- DR pass1 iterations: 7
- Worst-case vdd ir drop: 0.133 mV
- Startpoint types: primary input
- I/O pin cnt: 64
- Post-synth EDFFs: 1168
- Post-DRT Antenna Nets: 0
- Drt total wl: 243000 µm
- Final Hold Viols: 0
- Post-synth top cells: edfxtp_1, nand2_1, nor2_1, mux4_2, clkbuf_1
- Hold Path Class: reg2reg
- Worst-margin pin slew: 1110 ps
- Delay-heaviest family, CP: buffers and inverters
- Crit path cell chain: buf_4 -> buf_4 -> mux4_2 -> a22oi_1 -> nand2_1 -> o21ai_0 -> a21oi_1 -> buf_4 -> and3_1 -> o21ai_0 -> clkdlybuf4s50_1
- Setup bufs post-CTS: 0
- Max-slew violations: 0
- CP startpoint: addr_0[1]
- # setup viols final: 0
- Cells after synthesis: 5751
- Highest metal used: met5
- Routability congestion estimate: 0.990
- Met3 Routed Length: 37800 µm
- IO buf count: 61
- Largest net degree at the start of global routing: 54
- Final min period: 8150 ps
- Share of cells above drive strength 1: 0.189
- M1 WL: 83200 µm
- Layout area overhead: 12.7%
- WP data arrival: 6130 ps
- Worst hold start: core1_cache.mem_wr_addr[4]
- Yosys cell count: 5751
- Clk latency of the worst-skew pair: 790 ps
- R2R depth: 10
- Outcome: finished, final reports clean
- Worst clock skew: 46.4 ps
## worst register-to-register path, cell delays in order (launching register included)
cell and delay [ps]:
dfxtp_4 680, buf_4 630, buf_4 620, mux4_2 660
mux4_2 510, o21ai_0 690, o31a_1 510, a31oi_1 80
a211oi_1 680, nor3_1 140, a31o_2 240
## cell families after synthesis
kind of cell	count (synthesis)	share of synthesized area
simple gates	1961	0.125
xor+xnor	65	0.00814
flops	1266	0.530
buf+inv	544	0.0309
compound gates	1235	0.116
mux	680	0.190
## layout by cell type, fill, tap and decap left out, types with 78 or more instances in the layout
cell type and n:
edfxtp_1 1168, nand2_1 701, nor2_1 626, mux4_2 517, o21ai_0 357, buf_4 248, a21oi_1 180, and2_1 154
clkbuf_16 147, mux2i_1 135, o22ai_1 135, nor3_1 133, a22o_1 133, o31ai_1 121, a22oi_1 98, dfxtp_1 82
or3_1 78
## flip-flops by register name, summed over array words and instances (netlist names), 8 cells and up
signal and count:
core0_cache.bus_addr 10, core0_cache.bus_data 8, core0_cache.data_out 8, core0_cache.l1_data 32, core0_cache.l1_msi 8, core0_cache.l1_tag 32, core0_cache.l2_data 128, core0_cache.l2_msi 32
core0_cache.l2_tag 96, core0_cache.mem_wr_data 8, core1_cache.bus_addr 10, core1_cache.bus_data 8, core1_cache.data_out 8, core1_cache.l1_data 32, core1_cache.l1_msi 8, core1_cache.l1_tag 32
core1_cache.l2_data 128, core1_cache.l2_msi 32, core1_cache.l2_tag 96, core1_cache.mem_wr_data 8, main_memory 512
## through the flow
step	worst slack, ps	area [µm²]	instances	hold WS [ps]	utilization
3_5_place_dp	1900	74100	8566	452	0.321
6_report	1950	78800	8830	462	0.341
2_1_floorplan	3890	69900	5751	432	-
4_1_cts	1890	78800	8829	461	0.341
3_3_place_gp	1990	74100	8566	448	0.321
5_1_grt	1530	78800	8829	486	0.341
## metal layers
metal  track usage  vias to the layer above
met3         0.135                      567
met2         0.322                     3578
li1              -                    22200
met1         0.259                    25500
met5        0.0110                        -
met4        0.0827                       19
## worst paths after layout
check / to / slack (ps)
worst max-delay path: wait_req_0 / 1950
worst min-delay path: core1_cache.mem_wr_addr[4] / 460
worst max register to register: core0_cache.l1_data[0][6] / 4440
worst min register to register: core1_cache.mem_wr_addr[4] / 460
## final cells by class
cell class / instances / area share
Sequential cell: 1266 / 0.470
Multi-Input combinational cell: 3941 / 0.390
Clock buffer: 175 / 0.0490
Tap cell: 3026 / 0.0480
Timing Repair Buffer: 305 / 0.0306
Clock inverter: 88 / 0.0105
Inverter: 28 / 0.00133
Antenna cell: 1 / 0.0000318
## where the power goes
group          switching (mW)  leakage [nW]  internal [mW]
logic                    1.09          10.7          0.607
clock network            2.25          2.31           2.94
registers               0.155          12.2           5.93
Power is estimated from default activity; no workload was simulated.
